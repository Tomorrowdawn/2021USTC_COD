File: design/flow/run.sh
#!/bin/bash
# OpenROAD 26Q1-2900-gdf79404cd8, Yosys 0.63+post, stock flow scripts
make -C /OpenROAD-flow-scripts/flow DESIGN_CONFIG=/design/flow/config.mk WORK_HOME=/design/flow/orfs finish
File: design/flow/config.mk
export PLATFORM = sky130hd
export DESIGN_NAME = ID
export DESIGN_NICKNAME = ID
export VERILOG_FILES = /design/flow/design.v
export SDC_FILE = /design/flow/constraint.sdc
export NUM_CORES = 4
export LEC_CHECK = 1
export CORE_UTILIZATION = 50
File: design/flow/constraint.sdc
current_design ID

set clk_period 23.3
set clk_io_pct 0.2

create_clock -name clk0 -period $clk_period [get_ports {clk}]

set non_clock_inputs [all_inputs -no_clocks]
set_input_delay [expr $clk_period * $clk_io_pct] -clock clk0 $non_clock_inputs
set_output_delay [expr $clk_period * $clk_io_pct] -clock clk0 [all_outputs]
File: design/flow/design.v
`timescale 1ns / 1ps
module BrhUnit(
    input wire branch, 
    input wire [4:0] Rs1,
    input wire [4:0] Rs2,
    input wire [4:0] id_ex_Rd,
    input wire [4:0] ex_mem_Rd,
    input wire [6:0] ex_mem_InsType,
    input wire [31:0] MEMResult,
    output wire LoadStall,
    output reg fw1,
    output reg fw2, 
    output reg [31:0] FWdata1,
    output reg [31:0] FWdata2
);
reg LS1,LS2;
assign LoadStall = LS1 | LS2;
always@(*)
begin
    if(branch)begin
        if((id_ex_Rd!=0)&(id_ex_Rd == Rs1))begin
            LS1 = 1; 
            fw1 = 0;
            FWdata1 = 32'b0; 
        end
        else if((ex_mem_Rd!=0)&(ex_mem_Rd == Rs1))begin
            if(ex_mem_InsType == 7'b0110011||ex_mem_InsType == 7'b0010011)begin
                LS1 = 0;
                fw1 = 1;
                FWdata1 = MEMResult;
            end
            else if(ex_mem_InsType == 7'b0000011)begin
                LS1 = 1;
                fw1 = 0; 
                FWdata1 = 32'b0;
            end
            else begin
                LS1 = 0;
                fw1 = 0;
                FWdata1 = 32'b0;
            end
        end
        else begin
            LS1 = 0;
            fw1 = 0;
            FWdata1 = 32'b0;
        end
    end
    else begin
        LS1 = 0;
        fw1 = 0;
        FWdata1 = 32'b0;
    end
end
always@(*)
begin
    if(branch)begin
        if((id_ex_Rd!=0)&(id_ex_Rd == Rs2))begin
            LS2 = 1; 
            fw2 = 0;
            FWdata2 = 32'b0; 
        end
        else if((ex_mem_Rd!=0)&(ex_mem_Rd == Rs2))begin
            if(ex_mem_InsType == 7'b0110011||ex_mem_InsType == 7'b0010011)begin
                LS2 = 0;
                fw2 = 1;
                FWdata2 = MEMResult;
            end
            else if(ex_mem_InsType == 7'b0000011)begin
                LS2 = 1;
                fw2 = 0; 
                FWdata2 = 32'b0;
            end
            else begin
                LS2 = 0;
                fw2 = 0;
                FWdata2 = 32'b0;
            end
        end
        else begin
            LS2 = 0;
            fw2 = 0;
            FWdata2 = 32'b0;
        end
    end
    else begin
        LS2 = 0;
        fw2 = 0;
        FWdata2 = 32'b0;
    end
end
endmodule
`timescale 1ns / 1ps
module Control(
    input  [6:0] Instruction,
    output reg jal,
    output reg branch,
    output reg [1:0] RegSrc,
    output reg [1:0] ALUop,
    output reg MemWrite,
    output reg ALUSrc,
    output reg RegWrite,
    output reg imm,
    output reg Load,
    output float 
);
always@ (*)
    begin
    case(Instruction)
    7'b1101111: 
    begin
        jal = 1;
        branch = 0;
        RegSrc = 2'h2; 
        ALUop = 2'b00;
        MemWrite = 0;
        ALUSrc = 1'h0;
        RegWrite = 1;
        Load = 0;
        imm = 1;
    end
    7'b1100011: 
    begin
        jal = 0;
        branch = 1;
        RegSrc = 2'h0; 
        ALUop = 2'b01;
        MemWrite = 0;
        ALUSrc = 1'h0;
        RegWrite = 0;
        Load = 0;
        imm = 0;
    end
    7'b0000011: 
    begin
        jal = 0;
        branch = 0;
        RegSrc = 2'h1; 
        ALUop = 2'b00;
        MemWrite = 0;
        ALUSrc = 1'h1;
        RegWrite = 1;
        Load = 1;
        imm = 1;
    end
    7'b0100011,7'b0100111: 
    begin
        jal = 0;
        branch = 0;
        RegSrc = 2'h0;
        ALUop = 2'b00;
        MemWrite = 1;
        ALUSrc = 1'h1;
        RegWrite = 0;    
        Load = 0;
        imm = 1;
    end
    7'b0010011: 
    begin
        jal = 0;
        branch = 0;
        RegSrc = 2'h0;
        ALUop = 2'b00;
        MemWrite = 0;
        ALUSrc = 1'h1; 
        RegWrite = 1;
        Load = 0;
        imm = 1;     
    end
    7'b0110011: 
    begin
        jal = 0;
        branch = 0;
        RegSrc = 2'h0;
        ALUop = 2'b10;
        MemWrite = 0;
        ALUSrc = 1'h0; 
        RegWrite = 1; 
        Load = 0;         
        imm = 0;
    end
    default:begin
            jal = 0;
            branch = 0;
            RegSrc = 2'h0;
            ALUop = 2'b00;
            MemWrite = 0;
            ALUSrc = 1'h0;
            RegWrite = 0;
            Load = 0;
            imm = 0;
            end
    endcase
    end
assign float = (Instruction == 7'b0100111 || Instruction == 7'b1010011);
endmodule
`timescale 1ns / 1ps
module HDU #(parameter SCALE=5)(
    input             exLoad, 
    input [SCALE-1:0] exRegDes,
    input [SCALE-1:0] RegSrc1, 
    input [SCALE-1:0] RegSrc2,
    input             Branch,
    input             idfloat,
    input             exfloat, 
    output LoadStall,
    output BranchStall 
); 
assign BranchStall = Branch;
assign LoadStall = ((exLoad | (idfloat & exfloat)) & 
((exRegDes == RegSrc1)||(exRegDes == RegSrc2)) & (exRegDes != 0));
endmodule
`timescale 1ns / 1ps
module ID(
    input   wire        clk,
    input   wire        rst,
    input   wire[31:0]  pc_i,
    input   wire[31:0]  inst_i,  
    input   wire[4:0]   exRegDes, 
    input   wire[4:0]   memRegDes,
    input   wire[6:0]   memInsType,
    input   wire[31:0]  MEMResult,
    input   wire        wbRegWrite, 
    input   wire[4:0]   wbRegDes, 
    input   wire[32-1:0] wbRegData, 
    input wire exLoad,
    input exfloat,
    output  wire[1:0]   ALUop, 
    output  wire[2:0]   funct3,
    output  wire        funct7, 
    output  wire[31:0]  IMM,
    output  wire[31:0]  Operand1,
    output  wire[31:0]  Operand2, 
    output  wire[6:0]   InsType, 
    output  wire        Branch,        
    output  wire[31:0]  BranchAddr,    
    output  wire[31:0]  LinkAddr,  
    output  wire        MEMWrite, 
    output  wire        RegWrite, 
    output  wire[4:0]   RegDes, 
    output  wire[4:0]   RegSrc1,
    output  wire[4:0]   RegSrc2, 
    output  wire        LoadStall, 
    output  wire        BranchStall, 
    output  wire        imm,
    output  wire[1:0]   WBSrc, 
    output wire Load,
    output wire float_o,
    input [4:0]   m_rf_addr,
    output dbg_fw1,
    output dbg_fw2,
    output equal,
    output jal,
    output brh,
    output brhStall,
    output [32-1:0]    rf_data 
);
parameter SCALE = 5;
wire HazardStall;
wire [31:0] cmp1;
wire [31:0] cmp2;
wire [31:0] brhFW1;
wire [31:0] brhFW2;
wire fw1,fw2; 
wire [31:0] op1;
wire [31:0] op2; 
wire idfloat;
assign cmp1 = (fw1==1'b1)?brhFW1:op1;
assign cmp2 = (fw2==1'b1)?brhFW2:op2; 
assign dbg_fw1 = fw1;
assign dbg_fw2 = fw2;
assign equal = (cmp1 == cmp2);
assign Branch = jal | (brh & equal);
assign LoadStall = HazardStall | brhStall;
assign Operand1 = op1;
assign Operand2 = op2;
assign funct7 = inst_i[30];
assign funct3 = inst_i[14:12];
assign RegDes = inst_i[11:7];
assign InsType = inst_i[6:0];
Control CU(
    .Instruction(inst_i[6:0]),
    .jal(jal),
    .branch(brh),
    .ALUop(ALUop),
    .RegWrite(RegWrite),
    .Load(Load),
    .MemWrite(MEMWrite),
    .float(idfloat),
    .imm(imm),
    .RegSrc(WBSrc)
);
assign RegSrc1 = inst_i[19:15];
assign RegSrc2 = inst_i[24:20];
assign float_o = idfloat;
HDU #(.SCALE(SCALE)) Hazard(
    .exLoad(exLoad),
    .exRegDes(exRegDes),
    .RegSrc1(inst_i[19:15]),
    .RegSrc2(inst_i[24:20]),
    .idfloat(idfloat),
    .exfloat(exfloat),
    .Branch(Branch),
    .LoadStall(HazardStall),
    .BranchStall(BranchStall)
);
BrhUnit BRU(
    .branch(brh),
    .Rs1(RegSrc1),
    .Rs2(RegSrc2),
    .id_ex_Rd(exRegDes),
    .ex_mem_Rd(memRegDes),
    .ex_mem_InsType(memInsType),
    .MEMResult(MEMResult),
    .LoadStall(brhStall),
    .FWdata1(brhFW1),
    .FWdata2(brhFW2),
    .fw1(fw1),
    .fw2(fw2)
);
Regfile #(.SCALE(SCALE),.WIDTH(32)) Register(
    .clk(clk),
    .wa(wbRegDes),
    .we(wbRegWrite),
    .wd(wbRegData),
    .ra0(inst_i[19:15]),
    .rd0(op1),
    .ra1(inst_i[24:20]),
    .rd1(op2),
    .ra2(m_rf_addr),
    .rd2(rf_data)
);
IGU ImmUnit(
    .Instruction(inst_i),
    .out(IMM)
);
assign BranchAddr = pc_i + IMM;
assign LinkAddr = BranchAddr; 
endmodule
`timescale 1ns / 1ps
module IGU(
    input [31:0] Instruction,
    output reg [31:0] out
);
always@(*)
    begin
     case(Instruction[6:0])
          7'b1101111:begin 
                out = {{12{Instruction[31]}}, Instruction[19:12], Instruction[20], Instruction[30:21], 1'b0};
                end
          7'b1100011:begin 
                out = {{19{Instruction[31]}},
                Instruction[31],Instruction[7],Instruction[30:25],Instruction[11:8],1'b0};
                end
          7'b0010011:begin 
                out = {{20{Instruction[31]}},
                Instruction[31:20]};          
                end
            7'b0000011:begin 
                out = {{20{Instruction[31]}},
                Instruction[31:20]}; 
                end
          7'b0100011,7'b0100111:begin 
                out = {{20{Instruction[31]}},
                Instruction[31:25],Instruction[11:7]};    
                end
          default:begin
                out = 32'b0;
                end                                                                           
     endcase
    end
endmodule
`timescale 1ns / 1ps
module Regfile #(parameter SCALE=3,WIDTH=32)
(
    input clk,
    input [SCALE-1:0] ra0,
    output reg [WIDTH-1:0] rd0,
    input [SCALE-1:0] ra1,
    output reg [WIDTH-1:0] rd1,
    input [SCALE-1:0] ra2,
    output reg  [WIDTH-1:0] rd2,
    input [SCALE-1:0] wa,
    input we,
    input [WIDTH-1:0] wd
);
    reg [WIDTH-1:0] regfile [0:2**SCALE - 1];
    always@(*)
    begin
        if(!ra0) rd0 = 0;
        else
        begin
            if(ra0==wa)
            rd0 = wd;
            else 
            rd0 = regfile[ra0];
        end
    end
    always@(*)
    begin
        if(!ra1) rd1 = 0;
        else
        begin
            if(ra1==wa)
            rd1 = wd;
            else 
            rd1 = regfile[ra1];
        end
    end
    always@(*)
    begin
        if(!ra2) rd2 = 0;
        else
        begin
            if(ra2==wa)
            rd2 = wd;
            else 
            rd2 = regfile[ra2];
        end
    end
always @(posedge clk)
    begin
        if(we)
        begin
            regfile[wa] <= wd;
        end
    end
endmodule
==> metrics.json <==
{
  "pin_count_of_the_biggest_net_entering_global_routing": {"value": 88},
  "worst_ep_arrival_time": {"value": 11140, "unit": "ps"},
  "grt_first_pass_wirelength": {"value": 339700, "unit": "um"},
  "setup.worst_path.start_class": {"value": "input port"},
  "final_area": {"value": 70330, "unit": "um2"},
  "power_per_cell_area": {"value": 64.11, "unit": "nW/um2"},
  "finalWorstPathRequiredPeriod": {"value": 15800, "unit": "ps"},
  "grt.total_usage": {"value": 0.4397},
  "placed_cells_incl_taps": {"value": 5533},
  "route.vias.total": {"value": 42244},
  "synth.yosys.warnings": {"value": 4},
  "wirelength": {"value": 242700, "unit": "um"},
  "floorplan.initialDensity": {"value": 0.5036},
  "synthCells": {"value": 3684},
  "critPathKind": {"value": "in -> out"},
  "worst_path_largest_cell_delay": {"value": 940, "unit": "ps"},
  "rows": {"value": 128},
  "critical-path-top-cell-by-count": {"value": "sky130_fd_sc_hd__buf_4"},
  "via_count_of_the_first_global_routing_pass": {"value": 45780},
  "rsz_0062_raised_after_global_routing": {"value": "false"},
  "die_w": {"value": 352.1, "unit": "um"},
  "worst_path_required_time": {"value": 18640, "unit": "ps"},
  "die_area": {"value": 124000, "unit": "um2"},
  "clockBufferDepth": {"value": 3},
  "antenna_found_initial": {"value": 12},
  "hp-class": {"value": "in -> reg"},
  "hold_ws": {"value": 4768, "unit": "ps"},
  "dr.first_iter.drc_count": {"value": 3294},
  "placement.setup.worst_slack": {"value": 7631, "unit": "ps"},
  "synth.area.top_cells": {"value": "sky130_fd_sc_hd__edfxtp_1, sky130_fd_sc_hd__mux4_2, sky130_fd_sc_hd__mux2i_1"},
  "mux_area_frac": {"value": 0.3295},
  "ys_sh_xor": {"value": 0.01300},
  "routedWlPerCell": {"value": 42.31, "unit": "um"},
  "hold_viol": {"value": 0},
  "drc_errors": {"value": 0},
  "fin_cells": {"value": 5737},
  "viasPerCell": {"value": 7.363},
  "layout-drive-gt1-share": {"value": 0.2978},
  "postCtsSetupRepairBufs": {"value": 0},
  "timing.critical_path.buf_inv": {"value": 5},
  "root_buffer": {"value": "sky130_fd_sc_hd__clkbuf_16"},
  "peakVddDrop": {"value": 0.05226, "unit": "mV"},
  "clock_slew_at_reported_path_ffs": {"value": 60, "unit": "ps"},
  "globalplace.congestion": {"value": 1.015},
  "synth_sequential_area_ratio": {"value": 0.5017},
  "top_fanout_value_on_the_critical_path": {"value": 39},
  "worst-slew-pin-transition": {"value": 1200, "unit": "ps"},
  "route.antenna.remaining_nets": {"value": 0},
  "netlist.area_leader.share": {"value": 0.5017},
  "synth.lib_cells_used.distinct": {"value": 94},
  "cts-resized-gates": {"value": 0},
  "placedInstanceArea": {"value": 66890, "unit": "um2"},
  "timing.max_cap.violations": {"value": 0},
  "floorplan.die.height": {"value": 352.1, "unit": "um"},
  "synth.logic.top_family": {"value": "multiplexers"},
  "tritoncts_buffer_count": {"value": 111},
  "synthSimpleGateAreaFrac": {"value": 0.03634},
  "postLayoutSetupSlackWorst": {"value": 7501, "unit": "ps"},
  "finish.utilization": {"value": 0.5778},
  "largest_reg_flops": {"value": 1024},
  "pin_count": {"value": 396},
  "cts_num_sinks": {"value": 1024},
  "cpLargestDelayFamily": {"value": "buffers and inverters"},
  "setup_total_negative_slack": {"value": 0, "unit": "ps"},
  "most_instantiated_cells_after_synthesis": {"value": "sky130_fd_sc_hd__edfxtp_1, sky130_fd_sc_hd__mux4_2, sky130_fd_sc_hd__mux2i_1"},
  "timing.critical_path.cells": {"value": "buf_8 -> buf_4 -> nor2_1 -> buf_4 -> nand3b_1 -> buf_4 -> o21ai_0 -> o21ai_1 -> a221oi_1 -> o21ai_0 -> or4b_1 -> or4_1 -> o21ai_1 -> clkdlybuf4s50_1"},
  "post_cts_hold_buffer_count": {"value": 0},
  "synth_top_flop_cell": {"value": "sky130_fd_sc_hd__edfxtp_1"},
  "enable_flop_cells": {"value": 1024},
  "slew_violations": {"value": 0},
  "hpwl": {"value": 151400, "unit": "um"},
  "synthesis.area_per_instance": {"value": 16.64, "unit": "um2"},
  "synthesis.area": {"value": 61290, "unit": "um2"},
  "synth_chip_area": {"value": 61290, "unit": "um2"},
  "run_status": {"value": "finished clean"},
  "top_register": {"value": "Register.regfile"},
  "worst_path_max_delay_cell": {"value": "sky130_fd_sc_hd__o21ai_1"},
  "cp-end-kind": {"value": "output port"},
  "fill_cells": {"value": 9018},
  "timing_limited_maximum_frequency": {"value": 0.06330, "unit": "GHz"},
  "synth_async_reset_ratio": {"value": 0},
  "total_power": {"value": 4.509, "unit": "mW"},
  "largest_area_cell": {"value": "sky130_fd_sc_hd__edfxtp_1"},
  "ys_sh_aoi": {"value": 0.07035},
  "cts_max_level": {"value": 3},
  "cellLeakagePower": {"value": 23.33, "unit": "nW"},
  "gr-total-overflow": {"value": 0},
  "area_growth_syn_to_layout": {"value": 14.75, "unit": "%"},
  "drt_first_pass_iters": {"value": 8},
  "numPortBuffers": {"value": 394},
  "synth.cellmix.adderShare": {"value": 0.006655},
  "ys_cells": {"value": 3684},
  "count_of_tool_warnings": {"value": 27},
  "synth_top_cell_by_count": {"value": "sky130_fd_sc_hd__edfxtp_1"},
  "clock_tree_from_tritoncts": {"value": "built"},
  "placeableCoreArea": {"value": 121700, "unit": "um2"},
  "worst_slew_margin_rel": {"value": 0.1992},
  "reg.largest.list": {"value": "Register.regfile: 1024 flops"},
  "synth.ff_latch_count": {"value": 1024},
  "setup_violations": {"value": 0},
  "final_cycle_share": {"value": 0.6781}
}
==> logic make-up (layout without fill, tap and decap cells) <==
group / count (synthesis) / after routing
XOR/XNOR: 91 / 91
flip-flops: 1024 / 1024
buffers and inverters: 450 / 869
adder cells (fa/ha/maj): 32 / 32
AND-OR/OR-AND: 600 / 600
multiplexers: 1037 / 1037
other: 0 / 9
AND/OR/NAND/NOR: 450 / 450
==> path summary, 6_finish.rpt <==
| check | to | slack, ps | depth (start not counted) | start |
|---|---|---|---|---|
| worst max-delay path | Branch | 7500 | 14 | inst_i[16] |
| worst min-delay path | Register.regfile[9][1] | 4770 | 2 | wbRegData[1] |
==> layer usage <==
layer / GRT usage / wire, um / vias up
met3: 0.3964 / 51970 / 869
met2: 0.5767 / 105000 / 4017
met4: 0.2192 / 16910 / 63
li1: - / - / 16463
met1: 0.4784 / 66870 / 20832
met5: 0.1185 / 1935 / -
==> layout by cell type (no fill, tap or decap), types with 26 or more instances in the layout <==
master,synthesis,final
sky130_fd_sc_hd__nor2_1,138,102
sky130_fd_sc_hd__a211oi_1,36,36
sky130_fd_sc_hd__xnor2_1,72,72
sky130_fd_sc_hd__a21oi_1,81,81
sky130_fd_sc_hd__edfxtp_1,1024,1024
sky130_fd_sc_hd__mux4_1,34,34
sky130_fd_sc_hd__nand2_1,107,104
sky130_fd_sc_hd__inv_1,61,61
sky130_fd_sc_hd__mux4_2,738,738
sky130_fd_sc_hd__clkbuf_16,0,112
sky130_fd_sc_hd__ha_1,31,31
sky130_fd_sc_hd__mux2i_1,240,240
sky130_fd_sc_hd__o21ai_0,63,62
sky130_fd_sc_hd__a21o_1,29,29
sky130_fd_sc_hd__a221oi_1,30,30
sky130_fd_sc_hd__clkdlybuf4s50_1,0,379
sky130_fd_sc_hd__nor2_4,0,32
sky130_fd_sc_hd__nand3_1,36,35
sky130_fd_sc_hd__a221o_1,26,26
sky130_fd_sc_hd__a22oi_1,86,86
sky130_fd_sc_hd__clkinv_1,1,27
sky130_fd_sc_hd__o22ai_1,62,62
sky130_fd_sc_hd__buf_4,110,214
==> layout make-up <==
| type | count | area, um2 | share of cell area |
|---|---|---|---|
| diodes | 9 | 22.52 | 0.0003202 |
| well taps | 1625 | 2033 | 0.02891 |
| repair buffers | 607 | 5575 | 0.07927 |
| multi-input cells | 2210 | 28270 | 0.4020 |
| clock buffers | 132 | 2878 | 0.04092 |
| inverters | 67 | 257.7 | 0.003665 |
| clock inverters | 63 | 543.0 | 0.007721 |
| flip-flops and latches | 1024 | 30750 | 0.4372 |
==> where the power goes <==
| part | switching, mW | total, mW | internal, mW |
|---|---|---|---|
| registers | 0.0128 | 2.06 | 2.05 |
| clock network | 0.747 | 1.70 | 0.953 |
| logic | 0.411 | 0.745 | 0.335 |
| total | 1.17 | 4.51 | 3.34 |
Power figures rest on the tool's default switching activity, not on a simulated workload.
