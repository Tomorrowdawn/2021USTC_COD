`./run.sh`:
```
#!/bin/bash
# OpenROAD 26Q1-2900-gdf79404cd8, Yosys 0.63+post, stock flow scripts
make -C /OpenROAD-flow-scripts/flow DESIGN_CONFIG=/design/flow/config.mk WORK_HOME=/design/flow/orfs finish
```
`./config.mk`:
```
export PLATFORM = sky130hd
export DESIGN_NAME = EX
export DESIGN_NICKNAME = EX
export VERILOG_FILES = /design/flow/design.v
export SDC_FILE = /design/flow/constraint.sdc
export NUM_CORES = 4
export LEC_CHECK = 1
export CORE_AREA = 10 10 172 172
export DIE_AREA = 0 0 182 182
```
`./constraint.sdc`:
```
current_design EX

set clk_period 28.6
set clk_io_pct 0.2

create_clock -name clk0 -period $clk_period

set non_clock_inputs [all_inputs -no_clocks]
set_input_delay [expr $clk_period * $clk_io_pct] -clock clk0 $non_clock_inputs
set_output_delay [expr $clk_period * $clk_io_pct] -clock clk0 [all_outputs]
```
`./design.v`:
```
`timescale 1ns / 1ps
module ALU #(parameter WIDTH=32)
(
    input [WIDTH-1:0] a, b,	 
    input [2:0] f,			 
    output [WIDTH-1:0] y, 	 
    output z 
);
reg [WIDTH-1:0] tempY;
always@(*)
begin
    case(f)
    3'b000:tempY=a+b;
    3'b001:tempY=a-b;
    3'b010:tempY=a&b;
    3'b011:tempY=a|b;
    3'b100:tempY=a^b;
    default:tempY=0;
    endcase
end
assign z=~|tempY;
assign y=tempY;
endmodule
`timescale 1ns / 1ps
module ALUcontrol(
    input [1:0] ALUop,
    input funct7,
    input [2:0] funct3,
    output reg [2:0] Operation
);
always@(*)
begin
    case(ALUop)
    2'b00:
    begin
        Operation = 0; 
    end
    2'b01:
    begin
        Operation = 1; 
    end
    2'b10:
    begin
        if(funct7==1) Operation = 1;
        else Operation = 0;
    end
    default:
    begin
        Operation = 0;
    end
    endcase
end
endmodule
`timescale 1ns / 1ps
module EX(
	input	wire[1:0]   ALUop_i,
    input   wire[31:0]  Operand1_i,
    input   wire[31:0]  Operand2_i,
    input   wire        funct7,
    input   wire[2:0]   funct3,
    input   wire[6:0]   InsType_i,
    input save_float,
    input [31:0] float,
    input imm_i,
    output imm_o,
    input   wire        MEMWrite_i,
    input   wire[4:0]   RegDes_i,
	input 	wire		RegWrite_i,
	input	wire[31:0]  LinkAddr_i,
    input   wire[1:0]   ALUMUX1,
    input   wire[1:0]   ALUMUX2,
    input   wire[1:0]   memFW, 
    input   wire[31:0]  MEMFWdata,
    input   wire[31:0]  WBFWdata, 
    input wire [1:0] WBSrc_i,
    input wire [31:0]   MEMWdata_i,
    output wire [31:0] dbg_fwop1,
    output wire [31:0] dbg_fwop2, 
    output wire [1:0]   WBSrc_o,
    output  wire[6:0]   InsType_o,
    output  wire        MEMWrite_o,
	output	wire 		RegWrite_o,
	output	wire [4:0]	RegDes_o,
    output  wire[31:0]  LinkAddr_o,
    output  wire[31:0]  Result, 
    output  [31:0] MEMWdata_o
);
wire [2:0] ALUoperation;
wire zero;
reg [31:0] tempMEMWdata_o;
reg [31:0] ALUoperand1;
reg [31:0] ALUoperand2;
assign LinkAddr_o = LinkAddr_i;
assign RegWrite_o = RegWrite_i;
assign RegDes_o = RegDes_i;
assign MEMWrite_o = MEMWrite_i;
assign InsType_o = InsType_i;
assign WBSrc_o = WBSrc_i;
assign imm_o = imm_i;
always@(*)
begin
    if(ALUMUX1==2'b01) ALUoperand1 = WBFWdata;
    else if(ALUMUX1 == 2'b10) ALUoperand1 = MEMFWdata;
    else ALUoperand1 = Operand1_i;
end
always@(*)
begin
    if(ALUMUX2==2'b01) ALUoperand2 = WBFWdata;
    else if(ALUMUX2 == 2'b10) ALUoperand2 = MEMFWdata;
    else ALUoperand2 = Operand2_i;
end
always@(*)
begin
    if(memFW==2'b01) tempMEMWdata_o <= WBFWdata;
    else if(memFW == 2'b10) tempMEMWdata_o <= MEMFWdata;
    else tempMEMWdata_o <= MEMWdata_i;
end
assign MEMWdata_o = (save_float==0)?tempMEMWdata_o:float;
ALUcontrol ACU(
    .ALUop(ALUop_i),
    .funct7(funct7),
    .funct3(funct3),
    .Operation(ALUoperation)
);
ALU #(.WIDTH(32)) ALU(
    .a(ALUoperand1),
    .b(ALUoperand2),
    .f(ALUoperation),
    .y(Result),
    .z(zero)
);
assign dbg_fwop1 = ALUoperand1;
assign dbg_fwop2 = ALUoperand2;
endmodule
```
==> flow_metrics.tcl <==
# flow metrics
set metrics [dict create \
    yosysTopAreaCell "mux2i_1" \
    clock_buffers 0 \
    final_util_pct 33.9 \
    fp-utilization_pct 21.6 \
    slew_violations 0 \
    vias 6839 \
    ys_types 64 \
    antenna_found_initial 4 \
    m1WireLength_mm 13.3 \
    rows 59 \
    dr_wl_met2_mm 13.5 \
    regArea_um2 0 \
    warnings 36 \
    arrival_ns 11.32 \
    rsz0062_at_grt "false" \
    wl_per_cell_um 21.5 \
    wl_met3_mm 2.52 \
    routed_wl_mm 30.0 \
    drc_errors 0 \
    die_w_um 182 \
    io_buffers 330 \
    ff_count 0 \
    avgSynthCellArea_um2 6.89 \
    chipHeight_um 182 \
    max-vdd-ir-drop_v 0.0000146 \
    cp_max_fo 52 \
    top_cell_area_share_pct 21.1 \
    syn_to_final_growth_pct 56.6 \
    placed_area_um2 8780 \
    ys_warn_count 3 \
    core_um2 25900 \
    top_cell "mux2i_1" \
    area_leaders "mux2i_1 (21%), ha_1 (7.6%), o21ai_0 (7.6%), buf_4 (7.0%), mux2_2 (6.4%)" \
    syn_inst 814 \
    synthesis.area_um2 5610 \
    hold_path_depth 0 \
    drt-initial-drc-count 524 \
    cts_hold_buf 0 \
    grt_util_all_layers_pct 17.1 \
    ant_nets 0 \
    boundaryPins 431 \
    worst_pin_slew_ns 0.823 \
    grt_pass1_vias 6668 \
    clock.fmax_mhz 58.7 \
    outcome "finished clean" \
    crit_required_ns 22.88 \
    period_used_pct 59.6 \
    hold_path.class "input pin to output port" \
    final-hold-violation-count 0 \
    drt-vias-per-instance 4.91 \
    yosys_area_um2 5610 \
    drv_cap 0 \
    p_leak_nw 3.56 \
    final.setup.tns_ns 0 \
    topRoutingLayerUsed "met4" \
    setup_viol 0 \
    chip_area_um2 33100 \
    critPathKind "input pin to output port" \
    ys_seq_share_pct 0 \
    crit_path_start_kind "input pin" \
    netlist_top_cells_count "mux2i_1 (118), nor2_1 (85), o21ai_0 (85), nand2_1 (82), buf_4 (52)" \
    end_kind "output port" \
    power_mw 0.285 \
    grt_max_degree 65 \
    final_area_um2 8780 \
    hold_start "InsType_i[0]" \
    hold_end "InsType_o[0]" \
    grt_pass1_wl_mm 43.3 \
    ys_cells 814 \
    gp_congestion 0.939 \
    cts_resized 0 \
    p_per_area_nw_per_um2 32.4 \
    drive_above_1_share_pct 5.87 \
    relSlewSlack_pct 43.6 \
    hpwl_mm 25.4 \
    cts_setup_buffers 0 \
    grt_remaining_overflow 0 \
    drtPass1Iterations 5 \
    fin_crit_ns 17.04 \
]
[cell families after synthesis]
kind of cell,after synthesis,share of synthesized area (%)
muxes,151,27.7
and+or+nand+nor,235,19.3
xor gates and xnor gates,54,8.43
buffers and inverters,115,12.0
AOI/OAI and AO/OA,224,24.5
adders and majority gates,35,7.94
[metrics by stage]
stage                     setup slack, ns  cells  hold slack [ns]
after floorplan                     13.48    814            11.48
after global placement              11.58   1391            11.44
after detailed placement            11.53   1391            11.44
after CTS                           11.51   1391            11.44
after global routing                11.05   1394            11.44
final                               11.56   1394            11.44
[layout by cell type, fill, tap and decap left out, types with 3 or more instances in the layout]
| cell type | instances |
|---|---|
| a211oi_1 | 13 |
| a21o_1 | 8 |
| a21oi_1 | 45 |
| and3_1 | 3 |
| buf_2 | 3 |
| buf_4 | 13 |
| clkdlybuf4s50_1 | 325 |
| diode_2 | 3 |
| ha_1 | 34 |
| inv_1 | 16 |
| mux2_2 | 32 |
| mux2i_1 | 118 |
| nand2_1 | 82 |
| nand2b_1 | 6 |
| nand3_1 | 6 |
| nand3b_1 | 5 |
| nand4_1 | 3 |
| nand4b_1 | 3 |
| nor2_1 | 85 |
| nor2b_1 | 11 |
| nor3_1 | 10 |
| nor4_1 | 3 |
| o211ai_1 | 3 |
| o21a_1 | 5 |
| o21ai_0 | 85 |
| o21ai_1 | 3 |
| o21bai_1 | 8 |
| o22ai_1 | 31 |
| o41ai_1 | 3 |
| xnor2_1 | 33 |
| xor2_1 | 21 |
[worst max path at each step]
stage / start / end / cells after the start / slack (ns)
CTS: ALUMUX2[1] / Result[31] / 20 / 11.51
global route: ALUMUX2[1] / Result[29] / 18 / 11.05
finish: ALUMUX2[1] / Result[29] / 20 / 11.56
[per-layer routing]
metal	global-route usage, %	vias to the layer above
met1	23.5	3134
met3	3.96	48
met4	3.45	0
met5	0	-
met2	26.7	258
li1	-	3399
[power breakdown]
| part | leakage (nW) | switching [mW] | internal, mW |
|---|---|---|---|
| Sequential | 0 | 0 | 0 |
| Combinational | 3.56 | 0.125 | 0.159 |
| Clock | 0.0000190 | 0 | 0.0000000141 |
| Total | 3.56 | 0.125 | 0.159 |
[critical path, cell delays in order]
cell	delay, ns
buf_4	0.30
buf_4	0.71
mux2i_1	0.26
mux2i_1	0.22
or4_1	0.65
or2_1	0.27
nor2_2	0.15
nand2_2	0.13
nand2_1	0.10
xor2_1	0.15
ha_1	0.31
a21oi_1	0.20
nor3b_1	0.19
a22oi_1	0.13
or3_1	0.33
o21bai_1	0.25
o21bai_1	0.18
a311oi_1	0.37
xnor2_1	0.17
clkdlybuf4s50_1	0.50
[area by class of cell]
cell class                      instances  area, um2
Tap cell                              335        419
Inverter                               16       60.1
Antenna cell                            3       7.51
Timing Repair Buffer                  341       3370
Multi-Input combinational cell        699       4930
Fill cell                            2708      17100
Power figures rest on the tool's default switching activity, not on a simulated workload.
